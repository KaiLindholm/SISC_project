--- /design/flow/design.v ---
`timescale 1ns/100ps
module mux32 (in_a, in_b, sel, out);
  input  [31:0] in_a;
  input  [31:0] in_b;
  input         sel;
  output [31:0] out;
  reg   [31:0] outreg;
  always @ (in_a, in_b, sel)
  begin
    if (sel == 1'b0)
      outreg = in_a;
    else
      outreg = in_b;
  end
  assign out = outreg;
endmodule
--- /design/flow/config.mk ---
export PLATFORM = sky130hd
export DESIGN_NAME = mux32
export DESIGN_NICKNAME = mux32
export VERILOG_FILES = /design/flow/design.v
export SDC_FILE = /design/flow/constraint.sdc
export NUM_CORES = 4
export LEC_CHECK = 1
export CORE_AREA = 10 10 71 71
export DIE_AREA = 0 0 81 81
--- /design/flow/constraint.sdc ---
current_design mux32

set clk_period 1.0
set clk_io_pct 0.2

create_clock -name clk0 -period $clk_period

set non_clock_inputs [all_inputs -no_clocks]
set_input_delay [expr $clk_period * $clk_io_pct] -clock clk0 $non_clock_inputs
set_output_delay [expr $clk_period * $clk_io_pct] -clock clk0 [all_outputs]
--- /design/flow/run.sh ---
#!/bin/bash
# OpenROAD 26Q1-2900-gdf79404cd8, Yosys 0.63+post, stock flow scripts
make -C /OpenROAD-flow-scripts/flow DESIGN_CONFIG=/design/flow/config.mk WORK_HOME=/design/flow/orfs finish
==> changes_impl.md <==
### Metrics

- Status: complete, but fails checks
- Failing checks: negative setup slack
- F_max: around 850 MHz
- Mapped cell area: approximately 540 sq um
- Cells in synth_stat.txt: 36
- Setup slack after layout: -179.1 ps
- Seq/Total Area, Yosys: 0%
- Flop area: 0 sq um
- Area delta synth->final: 192.2%
- Max cap viols: 0
- Power Total: roughly 0.00062 W
- Hold buffers post-CTS: 0
- I/O Buffers: roughly 97
- Post-DP HPWL: about 2.5 mm
- GRT Overall Usage: just under 8%
- Fillers: 357
- CP endpoint kind: output pin
- I/O pin total: slightly below 100
- Drc violations: 0
- Die Y-Extent: ~81 microns
- Final worst-path cycle share: 117.9%
- First-pass GRT wire length: between 4 and 5 mm
- CP required: ~800 ps
- Max FO, Critical Path: 6
- Fraction of layout cells with a size suffix above 1: 53.96%
- Die Span X: about 81 microns
- Critical path class: input pin to output pin
- Lkg Pwr: just under 0.9 nW
- YS chip area: around 540 sq um
- Final Max-Slew Violation Tally: 0
- Count of final hold-check violations: 0
- Core Region: around 3600 sq um
- Ant diodes: 0
- Fin crit period: about 1200 ps
- Worst Hold Class: input pin to output pin
- Clock buffer count: 0
- FP Core Util: 14.98%
- Synth Warn #: 1
- Maximum vdd drop: about 0.17 mV
- Final setup fails: 32
- FP Rows: 22
- Worst setup path startpoint: sel
- Worst setup SP type: input pin
- Grt total ovfl: 0
- Post-route ant nets: 0
- Cells after Synth: 36
- Vias in the first global route: 764
- Library cells used by synthesis: 4
- Antenna violations before repair: 0
- CP arrival: 980 ps
- TritonRoute pass-1 iters: 2
- Largest net degree at the start of global routing: 11
- WL final: approximately 2.9 mm
- Post-DP Area: around 1500 sq um
- RSZ-0062 raised after global routing: yes
- Setup crit end: out[4]
- Via count: 715
- WL/cell: 15.39 microns
- Routed vias/inst: between 3 and 4
- Finished Cell Area: 1590 sq um
- Synth Area per Inst: 15.12 sq um
- Rel. slew slack: 94.20%
- Registers: 0
- Tool warnings: 34
- Worst Tran Pin Value: between 80 and 90 ps
- Die Size: approximately 6600 sq um
- Starting DRT DRC Count: 3
- P per Cell Area: 392.3 nW/um^2
- Worst slack at placement: -512.3 ps
- Placer Congestion: 0.8322
## worst min-delay path by stage
stage	from	end	slack [ps]	depth (start not counted)
6_report	in_b[29]	out[29]	690	3
5_1_grt	in_a[29]	out[29]	720	3
4_1_cts	sel	out[29]	750	3
## power by group
group / total (W) / leakage, nW / internal [W] / switching, W
clock network: 0 / 0 / 0 / 0
logic: 0.000624 / 0.872 / 0.000487 / 0.000137
registers: 0 / 0 / 0 / 0
## stage by stage
| step | TNS, ps | utilization [%] | std cells | hold slack [ps] |
|---|---|---|---|---|
| after detailed placement | -15810 | 42.36 | 179 | 1186 |
| after global routing | -3864 | 43.77 | 187 | 716.7 |
| after floorplan | 0 | - | 36 | 497.7 |
| final | -3304 | 43.77 | 187 | 690.5 |
| after CTS | -3621 | 42.32 | 186 | 750.9 |
| after global placement | -15610 | 42.36 | 179 | 1175 |
## routing by layer
| layer | vias to the layer above | track usage (%) | share of wire, % |
|---|---|---|---|
| met5 | - | 0 | 0 |
| met4 | 0 | 0 | 0 |
| met3 | 0 | 2.784 | 12 |
| met2 | 50 | 14.25 | 50 |
| met1 | 320 | 9.026 | 37 |
| li1 | 345 | - | - |
## timing repair
item	in CTS	in global routing
gates resized	171	10
cloned	2	0
endpoints found under the setup margin	32	32
setup buffers	5	1
## cell usage in the layout (no fill, tap or decap)
cell type,netlist,layout
buf_6,1,23
buf_2,0,13
buf_4,0,1
clkdlybuf4s50_1,0,9
buf_16,0,2
mux2_4,30,31
mux2_2,2,1
buf_12,3,4
dlymetal6s2s_1,0,4
dlygate4sd2_1,0,51
## critical path: stages
cell and delay (ps):
buf_12 120, buf_12 130, buf_12 120, mux2_4 290
buf_6 110
## cell usage after synthesis (all sizes together)
library cell	number	area share, %
buf	4	13
mux2	32	87
## layout make-up
| type | count | area [sq um] | share of cell area, % |
|---|---|---|---|
| multi-input combinational | 32 | 476.7 | 29.98 |
| timing repair buffer | 107 | 1054 | 66.25 |
| tap | 48 | 60.06 | 3.777 |
## kinds of logic after synthesis
family	synth area share [%]
muxes	86.90
buffers and inverters	13.10
No activity file was given, so power comes from the tool's default toggle rates.
