==> flow/design.v <==
`timescale 1ns/100ps
module rf (clk, read_rega, read_regb, write_reg, write_data, rf_we, rsa, rsb);
  input  clk;
  input  [3:0]  read_rega;
  input  [3:0]  read_regb;
  input  [3:0]  write_reg;
  input  [31:0] write_data;
  input  rf_we;
  output [31:0] rsa;
  output [31:0] rsb;
  reg    [31:0] ram_array [15:0];
  reg    [31:0] rsa;
  reg    [31:0] rsb;
  integer i; 
  initial
  begin
     for (i = 0; i < 16; i = i + 1) begin
       ram_array[i] <= 32'H00000000;
     end
  end
  always @(posedge clk)
  begin
    if (read_rega == 4'H0)
      rsa <= 32'H00000000;
    else
      rsa <= ram_array[read_rega];
    if (read_regb == 4'H0)
      rsb <= 32'H00000000;
    else    
      rsb <= ram_array[read_regb];
    if (rf_we == 1'b1)
      ram_array[write_reg] <= write_data;
  end
endmodule
==> flow/run.sh <==
#!/bin/bash
# OpenROAD 26Q1-2900-gdf79404cd8, Yosys 0.63+post, stock flow scripts
make -C /OpenROAD-flow-scripts/flow DESIGN_CONFIG=/design/flow/config.mk WORK_HOME=/design/flow/orfs finish
==> flow/config.mk <==
export PLATFORM = sky130hd
export DESIGN_NAME = rf
export DESIGN_NICKNAME = rf
export VERILOG_FILES = /design/flow/design.v
export SDC_FILE = /design/flow/constraint.sdc
export NUM_CORES = 4
export LEC_CHECK = 1
export CORE_UTILIZATION = 40
==> flow/constraint.sdc <==
current_design rf

set clk_period 4.7
set clk_io_pct 0.2

create_clock -name clk0 -period $clk_period [get_ports {clk}]

set non_clock_inputs [all_inputs -no_clocks]
set_input_delay [expr $clk_period * $clk_io_pct] -clock clk0 $non_clock_inputs
set_output_delay [expr $clk_period * $clk_io_pct] -clock clk0 [all_outputs]
==> run notes <==
fresh numbers from the pnr run: FILL cells=between 4000 and 5000, Final WS setup=around 2 ns, largest net degree at the start of global routing=around 68, buffers added on ports=109, die width=~240 um, layout cells sized above 1=between 20% and 30%, Clock Sinks=about 540, Slew @ Worst Pin=approximately 0.87 ns, Fmax=~0.37 GHz, core area=~0.058 mm2, Initial DRT Pass Iterations=5, CTS tree=done, area grow syn2layout=17.1%, Post-CTS Setup Inserts=0, Setup crit start=write_reg[1], first-pass GRT wire length=92100 um, mux share=between 20% and 30%, chip area=roughly 0.06 mm2, worst-case vdd ir drop=0.323 mV, Setup crit end=ram_array[15][14], Num CTS Buffers=approximately 58, Cell Area, Placed=0.0253 mm2, via count=~13000, fp util=approximately 40%, final worst-path cycle share=58.0%, GRT Total Usage=between 20% and 30%, FA/HA/MAJ Cells, Area Fraction=0%, io pins=between 100 and 150, switching part of the total=~22%, max cap viols=0, n_diodes=0, # setup viols final=0, mapped cell area=around 0.023 mm2, Worst EP arrival=a little under 3 ns, CP Class=input pin to flop, reg2reg start=ram_array[3][7], Basic Gates by Area=around 2.1%, Mapped Cells=1236, Reg power frac=about half, comb area leader=multiplexers, final slew viol count=0, total negative slack=0 ns, Worst Reg-to-Reg Cells=4, Psw=2.38 mW, Initial DRC Count=~740, num rows=a little under 90, Combinational Power Share=under 10%, hold bufs inserted after CTS=0, vias in the first global route=between 10000 and 15000, routed len/inst=28.8 um, Log Warnings=25, fin crit period=around 2.7 ns, HP Class=flop to flop, gr ovfl total=0, Synth Area per Inst=18.8 um2, commonest non-fill, non-tap cell in the layout=edfxtp_1, gp weighted congestion=around 0.84, Syn. warnings=1, Root Driver=clkbuf_16, critical path data required time=slightly below 5 ns, Int Power=about 8.7 mW, status=finished clean, Clock Tree Buf Depth=3, Final Hold Viols=0, CP Launch Type=input pin, total power=roughly 11 mW, r2r endpoint=rsb[7], Post-synth regs=about 540, DRT antenna net count=0, Reg clk slew, reported paths=~0.060 ns, H-Tree Depth=2, Min Hold Slack=roughly 0.62 ns, Yosys chip area=roughly 0.023 mm2, Compound Share, Synth=just under 6%, Max Fanout on Critical Path=22, xor-xnor portion of the synthesized cell area=0%, Final Skew=0.0235 ns, register area share after synthesis=67.4%, CTS resizes=0, Lkg Pwr=8.83 nW, ys cells=about 1200, Latency at later pin=around 0.63 ns, Yosys cell types=33, clock share of power=between 40 and 50%, routed vias/inst=around 6, initial antenna violation count=1, DRT Wirelength=about 62000 um, pre-CTS WS=between 1 and 1.5 ns, Die Y=243 um, Finished Cell Area=approximately 0.027 mm2, CP Capture Type=flop, RSZ-0062 raised after global routing=false, PD cells=405 mW/mm2, post-DP HPWL=~35000 um, r2r setup slk=~3.2 ns, slew margin rel.=between 40% and 50%, residual DRC count=0, Top Layout Cells=edfxtp_1, mux4_2, clkdlybuf4s50_1, Hold Path Cell Cnt=2
[power groups by stage]
stage	Clock, mW	Combinational, mW	Sequential (mW)
final	4.68	0.879	5.48
after global routing	4.94	0.947	5.50
after CTS	4.77	0.888	5.48
[registers in the layout, summed over array words and instances, names as in the netlist]
name / count
rsb: 32
ram_array: 480
rsa: 32
[worst max-delay path, stage by stage]
cell and delay (ns):
clkdlybuf4s50_1 0.61, nand2_1 0.29, nor2_4 0.57, buf_4 0.56
[synth_stat cells, drive strengths merged]
| library cell | number | share of area, % |
|---|---|---|
| a21oi | 45 | 0.97 |
| a221o | 22 | 0.95 |
| a221oi | 49 | 1.8 |
| a22oi | 22 | 0.71 |
| and2 | 1 | 0.027 |
| and3b | 2 | 0.075 |
| buf | 58 | 1.7 |
| clkbuf | 40 | 0.64 |
| dfxtp | 64 | 5.5 |
| edfxtp | 480 | 62 |
| mux2 | 63 | 3.0 |
| mux2i | 87 | 3.7 |
| mux4 | 162 | 16 |
| nand2 | 7 | 0.11 |
| nand2b | 5 | 0.13 |
| nand3 | 1 | 0.021 |
| nand3b | 2 | 0.064 |
| nor2 | 42 | 0.68 |
| nor2b | 3 | 0.081 |
| nor3 | 34 | 0.73 |
| nor3b | 2 | 0.086 |
| o21ai | 2 | 0.043 |
| o221a | 9 | 0.44 |
| o22ai | 31 | 0.83 |
| or2 | 2 | 0.054 |
| or3b | 1 | 0.038 |
[kinds of logic after synthesis]
kind of cell | Yosys count
AOI/OAI and AO/OA | 180
buffers and inverters | 98
DFF | 544
muxes | 312
and+or+nand+nor | 102
[through the flow]
| step | utilization, % | std cells |
|---|---|---|
| global placement | 43.9 | 2055 |
| finish | 47.4 | 2165 |
| global route | 47.4 | 2165 |
| CTS | 47.4 | 2165 |
| floorplan | - | 1236 |
| detailed placement | 43.9 | 2055 |
[worst min-delay path by stage]
| stage | start | to | slack, ns |
|---|---|---|---|
| finish | ram_array[1][31] | rsa[31] | 0.62 |
| global route | ram_array[1][31] | rsa[31] | 0.64 |
| CTS | ram_array[1][12] | rsa[12] | 0.63 |
[area by class of cell]
class	instances	area [um2]	area share [%]
Clock buffer	82	1640	6.02
Timing Repair Buffer	152	1450	5.30
Clock inverter	28	339	1.24
Sequential cell	544	15700	57.6
Multi-Input combinational cell	594	7190	26.4
Tap cell	765	957	3.51
[routing by layer]
layer / track usage, % / part of all wire (%) / vias up
met3: 17.2 / 17 / 106
met4: 4.22 / 2.2 / 7
met1: 30.7 / 35 / 6483
li1: - / - / 5485
met2: 33.0 / 46 / 937
met5: 2.04 / 0.27 / -
Power figures rest on the tool's default switching activity, not on a simulated workload.
